$ cat design/flow/config.mk
export PLATFORM = sky130hd
export DESIGN_NAME = lcd
export DESIGN_NICKNAME = lcd
export VERILOG_FILES = /design/flow/design.v
export SDC_FILE = /design/flow/constraint.sdc
export NUM_CORES = 4
export LEC_CHECK = 1
export CORE_AREA = 10 10 89 89
export DIE_AREA = 0 0 99 99
$ cat design/flow/constraint.sdc
current_design lcd

set clk_period 4.4
set clk_io_pct 0.2

create_clock -name clk0 -period $clk_period [get_ports {clk}]

set non_clock_inputs [all_inputs -no_clocks]
set_input_delay [expr $clk_period * $clk_io_pct] -clock clk0 $non_clock_inputs
set_output_delay [expr $clk_period * $clk_io_pct] -clock clk0 [all_outputs]
$ cat design/flow/design.v
module lcd(
    input clk,
    input rst,
    input rs_in,
    input start,
    input [7:0] data_in,
    output reg rs_out,
    output reg enable_out,
    output reg busy,
    output reg [3:0] data_out
    );
    localparam STATE_IDLE             = 4'd0;
    localparam STATE_SETUP_ADDR       = 4'd1;
    localparam STATE_SEND_HIGH_NIBBLE = 4'd2;
    localparam STATE_PULSE_EN_HIGH    = 4'd3;
    localparam STATE_PULSE_EN_LOW     = 4'd4;
    localparam STATE_SEND_LOW_NIBBLE  = 4'd5;
    localparam STATE_WAIT_CYCLE       = 4'd6;
    reg [3:0] state = STATE_IDLE;
    reg [7:0] data_reg;
    reg send_low_nibble_next;
    reg [10:0] timer = 0;
    always @(posedge clk) begin
        if (rst) begin
            state <= STATE_IDLE;
            busy <= 0;
            timer <= 0;
            rs_out <= 0;
            enable_out <= 0;
        end else begin
            case(state)
                STATE_IDLE: begin
                    busy <= 0;
                    if (start && !busy) begin
                        data_reg <= data_in;
                        rs_out <= rs_in;
                        send_low_nibble_next <= 1;
                        busy <= 1;
                        state <= STATE_SETUP_ADDR;
                    end
                end
                STATE_SETUP_ADDR:       state <= STATE_SEND_HIGH_NIBBLE;
                STATE_SEND_HIGH_NIBBLE: state <= STATE_PULSE_EN_HIGH;
                STATE_PULSE_EN_HIGH: begin
                    if (timer >= 3) begin
                        timer <= 0;
                        state <= STATE_PULSE_EN_LOW;
                    end else timer <= timer + 1;
                end
                STATE_PULSE_EN_LOW: begin
                    if (send_low_nibble_next) begin
                        send_low_nibble_next <= 0; 
                        state <= STATE_SEND_LOW_NIBBLE;
                    end else state <= STATE_WAIT_CYCLE;
                end
                STATE_SEND_LOW_NIBBLE: state <= STATE_PULSE_EN_HIGH;
                STATE_WAIT_CYCLE: begin
                    if (timer >= 600) begin
                        timer <= 0;
                        state <= STATE_IDLE;
                    end else timer <= timer + 1;
                end
                default: state <= STATE_IDLE;
            endcase
        end
    end
    always @(*) begin
        enable_out = (state == STATE_PULSE_EN_HIGH);
        case(state)
            STATE_SEND_HIGH_NIBBLE, STATE_PULSE_EN_HIGH: 
                data_out = send_low_nibble_next ? data_reg[7:4] : data_reg[3:0];
            STATE_SEND_LOW_NIBBLE:  
                data_out = data_reg[3:0];
            STATE_PULSE_EN_LOW:
                data_out = send_low_nibble_next ? data_reg[7:4] : data_reg[3:0];
            default:
                data_out = 4'bxxxx;
        endcase
    end
endmodule
$ cat design/flow/run.sh
#!/bin/bash
# OpenROAD 26Q1-2900-gdf79404cd8, Yosys 0.63+post, stock flow scripts
make -C /OpenROAD-flow-scripts/flow DESIGN_CONFIG=/design/flow/config.mk WORK_HOME=/design/flow/orfs finish
==> deck_impl_summary.md <==
Key Metrics from the Run

Timing
  – Fmax: 322 MHz
  – Final min period: 3.10 ns
  – Setup_tns: 0 ns
  – Slew headroom: 0.545
  – Slew Viols, Final: 0
  – Post-route setup slack: 1.30 ns
  – Setup Skew: ~0.00078 ns
  – Final setup fails: 0
  – Final hold vios: 0
  – Period utilisation layout: 0.705
  – RSZ-0062 raised after global routing: false
  – Worst slew pin tran: 0.678 ns

Floorplanning
  – Die Ht: roughly 99 microns
  – Fp util: 0.199
  – Core ar.: about 0.006 sq mm
  – Die W: approximately 100 microns
  – Site row count: 28
  – I/O pins: 19
  – Chip area: roughly 0.01 sq mm

Global routing
  – Vias in the first global route: 811
  – GRT Total Usage: 0.0455
  – GRT overflow: 0
  – First-pass GRT wire length: 3770 microns
  – Largest net degree at the start of global routing: 16
  – Initial antenna violation count: 0

Routing
  – Drt first pass iters: 3
  – Routed WL per cell: 11.2 microns
  – # DRC: 0
  – Antenna viol nets, final: 0
  – Antenna cells: 0
  – Drt initial violations: 25
  – Via count: 855
  – Routed WL: 2320 microns
  – Via density: 4.13

Clocking
  – Clk sinks: 25
  – CTS clk-pin slew, worst paths: ~0.09 ns
  – Hold_buf cts: 0
  – Clk ins delay skew pair: 0.27 ns
  – # Post-CTS Setup Buffers: 0
  – Cts bufs inserted: 3
  – CTS tree: done
  – H-tree levels: 1
  – Root buf cell: clkbuf_8
  – Deepest clock path buffer count: 2
  – Post-CTS Resized: 0

Worst setup path
  – Crit Path Max Fanout: 10
  – Buffers plus inverters on the worst setup path: 1
  – Crit-path cells: xnor2_1, nor3_1, mux2_2, clkdlybuf4s50_1
  – Crit path kind: flop to output pin
  – CP max stage delay: 0.55 ns
  – CP max stage cell: dfxtp_1
  – R2r setup slk: 2.61 ns
  – Worst Setup End Kind: output pin
  – Worst EP arrival: 2.22 ns
  – Required time of the worst setup path: 3.52 ns
  – Startpoint types: flop
  – Crit-path leading delay family: flip-flops

Placed design
  – Hpwl dp: 1720 microns
  – DP Area: around 0.0014 sq mm
  – PortBufs: 17
  – Placement Setup Slack: between 1.5 and 2 ns
  – Routability cong.: 0.742

Finish
  – Max FFs per register: 11
  – Design Area, Final: 0.00147 sq mm
  – Reg area: 591 sq um
  – Comb area: about 550 sq um
  – Synthesis-to-layout area growth: 23.2%
  – Fill cell total of the finished layout: 628
  – Layout cells sized above 1: 0.0909

Outcome
  – Outcome: finished, final reports clean

Logic synthesis
  – Register share after synthesis: 0.495
  – Synth flops: 25
  – Mapped Cells: 117
  – Mapped Avg Cell Area: between 10 and 15 sq um
  – Ys cells: 117
  – Area reported by Yosys stat: about 0.0012 sq mm
  – Yosys warning count: 3
  – Mapped cell area: roughly 0.0012 sq mm
  – Unique cell types: 38

Power
  – Max IR drop VDD: 0.122 mV
  – Power per cell area: 304 mW/mm^2
  – Pleak: 0.459 nW

Hold path
  – Hold Path Class: flop to flop

Job
  – Max cap viols: 0
  – Log Warnings: 27
## layer usage
| layer | GRT usage | vias to the layer above | wire length (microns) |
|---|---|---|---|
| met4 | 0.00110 | 0 | 0 |
| met1 | 0.0675 | 385 | 1280 |
| met2 | 0.0641 | 20 | 884 |
| li1 | - | 450 | - |
| met5 | 0 | - | 0 |
| met3 | 0.0183 | 0 | 156 |
## worst register-to-register path, stage by stage (launching register included)
cell      delay [ns]
dfxtp_1         0.43
nor3_1          0.35
nand2b_1        0.16
nor2_1          0.50
## where the power goes
| part | internal [mW] | switching [mW] |
|---|---|---|
| clock | 0.0641 | 0.0729 |
| sequential | 0.249 | 0.00855 |
| combinational | 0.0332 | 0.0194 |
## cell usage after synthesis
cell	instances	share of area
dfxtp_1	16	0.27
nor2_1	13	0.041
nand2_1	10	0.031
edfxtp_1	9	0.23
nor3_1	7	0.029
a21oi_1	6	0.025
o21ai_0	6	0.025
inv_1	4	0.013
mux2_2	4	0.038
nand2b_1	3	0.016
nand3_1	3	0.013
a221o_1	2	0.017
and2_1	2	0.010
buf_2	2	0.0084
clkbuf_1	2	0.0063
ha_1	2	0.021
mux2i_1	2	0.017
nand4_1	2	0.010
nor3b_1	2	0.013
xnor2_1	2	0.015
a2111o_1	1	0.0094
a2111oi_0	1	0.0073
a2111oi_4	1	0.023
a211o_1	1	0.0073
a211oi_1	1	0.0063
a21o_1	1	0.0063
a21o_2	1	0.0073
a221o_2	1	0.0094
a22oi_1	1	0.0063
buf_4	1	0.0063
buf_6	1	0.0094
conb_1	1	0.0031
nand3b_1	1	0.0063
nand4bb_4	1	0.023
nor2b_1	1	0.0052
o21a_1	1	0.0063
o311ai_1	1	0.0073
xor2_1	1	0.0073
## layout make-up
class	instances	share of cell area
clock inverter	1	0.00511
clock buffer	3	0.0281
tap	75	0.0638
multi-input combinational	82	0.375
sequential	25	0.402
inverter	4	0.0102
timing repair buffer	17	0.116
## final timing paths
check,start,to,cells past startpoint
min,timer[2],timer[2],1
min reg2reg,timer[2],timer[2],1
max,state[2],data_out[1],4
max reg2reg,state[2],data_reg[3],3
## cells by family (layout without fill, tap and decap cells)
family / count (synthesis) / count (layout) / share of synthesized area
muxes: 6 / 6 / 0.0545
other: 1 / 1 / 0.00314
and+or+nand+nor: 45 / 45 / 0.198
DFF: 25 / 25 / 0.495
AOI/OAI and AO/OA: 25 / 25 / 0.164
adders and majority gates: 2 / 2 / 0.0210
xor gates and xnor gates: 3 / 3 / 0.0220
buffers and inverters: 10 / 25 / 0.0430
## layout by cell type, fill, tap and decap left out, types with 2 or more instances in the layout
cell and instances:
nand3_1 3, xnor2_1 2, clkdlybuf4s50_1 17, o21ai_0 6, mux2i_1 2, a221o_1 2
nor3b_1 2, ha_1 2, nor3_1 7, and2_1 2, nand2b_1 3, dfxtp_1 16
inv_1 4, nand2_1 10, nand4_1 2, clkbuf_8 3, edfxtp_1 9, mux2_2 4
nor2_1 13, a21oi_1 6
## stage by stage
stage	instances	hold WS, ns	util	power (mW)
2_1_floorplan	117	0.440	-	0.292
3_3_place_gp	203	0.473	0.237	0.315
3_5_place_dp	203	0.482	0.237	0.316
4_1_cts	207	0.497	0.245	0.454
5_1_grt	207	0.512	0.245	0.469
6_report	207	0.499	0.245	0.447
No activity file was given, so power comes from the tool's default toggle rates.
